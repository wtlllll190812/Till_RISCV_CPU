**/design/flow/design.v**
```verilog
module PC(
    input wire clk,pcSel,
    input wire[31:0] newPcAddr,
    output reg[31:0]  addrPc
    );
reg[31:0] data=32'd0;
initial begin
    addrPc=-4;
end
always @(posedge clk) begin
    if(pcSel)begin
        data=newPcAddr;
        addrPc=data;
        end
    else begin
        addrPc=data;
    end
    data=data+4;
end
endmodule
```
**/design/flow/config.mk**
```make
export PLATFORM = sky130hd
export DESIGN_NAME = PC
export DESIGN_NICKNAME = PC
export VERILOG_FILES = /design/flow/design.v
export SDC_FILE = /design/flow/constraint.sdc
export NUM_CORES = 4
export LEC_CHECK = 1
export CORE_UTILIZATION = 50
```
**/design/flow/constraint.sdc**
```tcl
current_design PC

set clk_period 7.7
set clk_io_pct 0.2

create_clock -name clk0 -period $clk_period [get_ports {clk}]

set non_clock_inputs [all_inputs -no_clocks]
set_input_delay [expr $clk_period * $clk_io_pct] -clock clk0 $non_clock_inputs
set_output_delay [expr $clk_period * $clk_io_pct] -clock clk0 [all_outputs]
```
**/design/flow/run.sh**
```bash
#!/bin/bash
# OpenROAD 26Q1-2900-gdf79404cd8, Yosys 0.63+post, stock flow scripts
make -C /OpenROAD-flow-scripts/flow DESIGN_CONFIG=/design/flow/config.mk WORK_HOME=/design/flow/orfs finish
```
==> flow_metrics.py <==
# Generated from Yosys and OpenROAD reports
metrics = {
    "outcome": {
        "status": "completed",
    },
    "floorplan": {
        "core-area_um2": 4880,
        "fp.dieW_um": 74.2,
        "io_pins": 66,
        "die_height_um": 74.2,
        "chip_area_um2": 5500,
        "rows": 25,
        "fp_util_pct": 53.4,
    },
    "global_route": {
        "grt_pass1_wl_um": 7880,
        "grt.total_usage_pct": 18.9,
        "grt_pass1_vias": 1753,
        "use_met1_pct": 29.7,
        "top_usage_layer": "met1",
        "grt_util_met3_pct": 3.43,
        "grt_start_max_net_pins": 67,
        "grtUsageMet2_pct": 28.1,
        "antenna_found_initial": 0,
        "overflow": 0,
    },
    "final_timing": {
        "final.min_clock_period_ns": 3.57,
        "tns_ns": 0,
        "worstMarginPinSlew_ns": 0.756,
        "rsz0062_at_grt": "false",
        "clock_skew_ns": 0.00561,
        "hold_violations": 0,
        "whs_ns": 0.470,
        "finalSetupViolations": 0,
        "relSlewSlack_pct": 48.2,
        "period_used_pct": 46.4,
        "fmax_mhz": 280,
        "setup_slack_ns": 4.13,
        "drv_slew": 0,
    },
    "cells_and_area": {
        "fin_area_um2": 3460,
        "synthToLayoutAreaGrowth_pct": 32.9,
        "fin_util_pct": 71.0,
        "fillers": 389,
        "layout-drive-gt1-share_pct": 18.4,
    },
    "pwr": {
        "leakage_uw": 0.00139,
        "p_switching_uw": 187,
        "clkPwrFrac_pct": 34.4,
        "p_sw_share_pct": 23.8,
        "irDropWorstVdd_v": 0.000157,
        "p_comb_share_pct": 16.8,
        "p_seq_share_pct": 48.8,
        "power_density_nw_per_um2": 227,
        "internal-power_uw": 600,
    },
    "cts": {
        "cts_tree": "yes",
        "cts_setup_buffers": 0,
        "cts_resized": 0,
        "cts-root-buf": "clkbuf_8",
        "cts.sinks": 62,
        "clockBufferDepth": 2,
        "cts_hold_repair.buffers": 0,
        "clk_pin_slew_ns": 0.07,
        "numCtsBuffers": 9,
        "htreeDepth": 3,
        "clk_latency_ns": 0.33,
    },
    "yosys": {
        "most_common_cell": "dfxtp_1",
        "synth_cell_types": 46,
        "yosys_cells": 227,
        "edf_count": 2,
        "ys_chip_area_um2": 2610,
        "yosys.area.top_type_share_pct": 46.1,
        "top_cells_by_count": "60 x dfxtp_1, 16 x nand2_1, 16 x xnor2_1",
        "synth_area_um2": 2610,
        "yosysTopAreaCell": "dfxtp_1",
        "synth_async_sr_flop_share_pct": 0,
        "syn_inst": 227,
        "syn_avg_cell_area_um2": 11.5,
        "synth_warnings": 1,
        "ys_seq_share_pct": 48.4,
        "synthTopCellsByArea": "dfxtp_1 46%, mux2_2 6.0%, xnor2_1 5.4%",
        "flop_cell": "dfxtp_1",
        "yosys_register_bits": 62,
    },
    "critical_path": {
        "critPathBufInv": 3,
        "critPathRequiredTime_ns": 7.96,
        "start_kind": "primary input",
        "cp_max_fo": 66,
        "critPathKind": "in2reg",
        "path_cells": "buf_2 -> buf_4 -> mux2i_1 -> inv_1 -> ha_1 -> nand2_1 -> o22ai_2 -> nand4_4 -> nor4_1 -> xnor2_1",
        "worstPathArrival_ns": 3.83,
        "cpMaxStageDelayCell": "buf_4",
        "critPathMaxStageDelay_ns": 0.58,
        "end_kind": "register",
        "critPathTopFamily": "buffers and inverters",
    },
    "hold_path": {
        "hold_class": "reg2reg",
    },
    "routing": {
        "viasPerCell": 5.02,
        "antenna_left": 0,
        "wl_um": 4870,
        "drc": 0,
        "antennaDiodeCount": 0,
        "dr.pass1.iters": 4,
        "vias": 1837,
        "wl_per_cell_um": 13.3,
        "dr.first_iter.drc_count": 58,
    },
    "job": {
        "warnings": 26,
        "maxCapViolCount": 0,
    },
    "place": {
        "placed_area_um2": 3280,
        "dpl.hpwl_um": 3400,
        "globalplace.congestion": 0.814,
        "pre_cts_ws_ns": 3.79,
        "port_buffers": 65,
    },
}
==> layer usage <==
layer	up-vias	part of all wire, %
met3	8	5.1
met4	0	1.9
li1	944	-
met1	833	49
met5	-	0
met2	52	44
==> cell type report <==
type / instances / area, µm² / share of cell area [%]
Multi-Input combinational cell: 146 / 1240 / 35.8
Tap cell: 67 / 83.8 / 2.42
Clock buffer: 10 / 138 / 3.97
Timing Repair Buffer: 66 / 653 / 18.9
Sequential cell: 62 / 1260 / 36.4
Inverter: 10 / 37.5 / 1.08
Clock inverter: 5 / 50.0 / 1.44
==> power by group through the flow <==
stage / sequential, µW / clock, µW / combinational (µW)
4_1_cts: 384 / 278 / 134
5_1_grt: 389 / 293 / 145
6_report: 384 / 271 / 132
==> registers in the layout (all words and copies together) (netlist names) <==
signal	flops
addrPc	30
data	32
==> final timing paths <==
check	from	to	slack (ns)	cells past startpoint
setup reg to reg	data[2]	data[24]	5.81	8
hold / removal	data[2]	data[2]	0.47	1
setup / recovery	pcSel	data[24]	4.13	10
hold reg to reg	data[2]	data[2]	0.47	1
==> cells by family after synthesis <==
| kind of cell | synth area share [%] |
|---|---|
| AOI/OAI and AO/OA | 8.45 |
| xor gates and xnor gates | 8.74 |
| adders and majority gates | 0.480 |
| buffers and inverters | 3.98 |
| DFF | 48.4 |
| muxes | 9.89 |
| and+or+nand+nor | 20.1 |
==> per-stage QoR <==
| stage | instances | total power, µW |
|---|---|---|
| 2_1_floorplan | 227 | 453 |
| 3_3_place_gp | 351 | 521 |
| 3_5_place_dp | 351 | 523 |
| 4_1_cts | 366 | 796 |
| 5_1_grt | 366 | 827 |
| 6_report | 366 | 787 |
==> cell usage in the layout (no fill, tap or decap), types with 2 or more instances in the layout <==
master           instances
clkdlybuf4s50_1         64
a21oi_1                  3
nor2_1                   7
nand3b_1                 3
xnor2_1                 16
mux2i_1                 10
a32oi_1                  2
a21o_1                   5
nand3_2                  3
inv_1                   10
xor2_1                  10
o21ai_0                  2
nand3_1                  9
nand2_1                 16
nor2b_1                  5
nand4_1                  5
nand2b_1                 2
edfxtp_1                 2
nand2_2                  2
clkinv_2                 4
nand3b_4                 3
a32o_1                   3
clkbuf_8                10
dfxtp_1                 60
a31oi_1                  2
nor4_2                   6
mux2_2                  14
Power figures rest on the tool's default switching activity, not on a simulated workload.
