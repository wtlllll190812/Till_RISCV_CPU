<file path="design/flow/run.sh">
#!/bin/bash
# OpenROAD 26Q1-2900-gdf79404cd8, Yosys 0.63+post, stock flow scripts
make -C /OpenROAD-flow-scripts/flow DESIGN_CONFIG=/design/flow/config.mk WORK_HOME=/design/flow/orfs finish
</file>
<file path="design/flow/config.mk">
export PLATFORM = sky130hd
export DESIGN_NAME = ALU
export DESIGN_NICKNAME = ALU
export VERILOG_FILES = /design/flow/design.v
export SDC_FILE = /design/flow/constraint.sdc
export NUM_CORES = 4
export LEC_CHECK = 1
export CORE_UTILIZATION = 40
</file>
<file path="design/flow/constraint.sdc">
current_design ALU

set clk_period 17.5
set clk_io_pct 0.2

create_clock -name clk0 -period $clk_period

set non_clock_inputs [all_inputs -no_clocks]
set_input_delay [expr $clk_period * $clk_io_pct] -clock clk0 $non_clock_inputs
set_output_delay [expr $clk_period * $clk_io_pct] -clock clk0 [all_outputs]
</file>
<file path="design/flow/design.v">
module ALU(
    input wire signed[31:0] dataA,dataB,
    input wire [3:0] sel,
    output reg signed[31:0] out
);
always @(*) begin
    case(sel)
        4'b0001:begin        
            out = dataA-dataB;
        end
        4'b0000:begin        
            out = dataA+dataB;
        end        
        4'b0010:begin        
            out = dataA<<dataB;
        end        
        4'b0100:begin        
            out = (dataA<dataB)?1:0;
        end    
        4'b0110:begin        
            out = (dataA<dataB)?1:0;
        end   
        4'b1000:begin        
            out = dataA^dataB;
        end          
        4'b1011:begin        
            out = dataA>>>dataB;
        end        
        4'b1010:begin        
            out = dataA>>dataB;
        end            
        4'b1100:begin        
            out = dataA|dataB;
        end          
        4'b1110:begin        
            out = dataA&dataB;
        end          
        default:begin
            out  =  dataA+dataB;
        end
    endcase
end
endmodule
</file>
==> Flow_metrics.wiki <==
== Flow metrics ==
{| class="wikitable"
! Metric !! Value
|-
| Result of the run || complete, no violations
|-
| Worst vdd rail ir drop || around 0.027 mV
|-
| Leak || 0.004233 µW
|-
| Worst slack at placement || between 6000 and 7000 ps
|-
| PnR worst setup slack || between 5000 and 6000 ps
|-
| Xor-xnor portion of the synthesized cell area || less than 1%
|-
| Most frequent logic cell in the layout || nor2_1
|-
| Max stage delay cell, worst path || a221oi_1
|-
| Flops || 0
|-
| Synthesis Warnings || 1
|-
| Achievable clock frequency || roughly 86 MHz
|-
| Time the final worst path needs with I/O delays and setup || 11620 ps
|-
| TNS Setup || 0 ps
|-
| Clock buffer cells || 0
|-
| Antenna violations before repair || 0
|-
| Share of synthesized area occupied by flip-flops and latches || 0%
|-
| Vias in the first global route || 11140
|-
| Crit path max-delay family || AND-OR/OR-AND gates
|-
| Remaining number of nets flagged by the antenna check after routing || 0
|-
| Worst-margin pin slew || around 1000 ps
|-
| Chip Height || 157.2 µm
|-
| Complex-gate fraction of the synthesized area || between 30% and 40%
|-
| Initial standard-cell utilization of the core || between 40% and 50%
|-
| Hold Crit Depth || 4
|-
| Required time of the critical path || about 14000 ps
|-
| Final setup fails || 0
|-
| DRT iter0 DRCs || around 1400
|-
| CP arrival || between 8000 and 9000 ps
|-
| Vias || approximately 12000
|-
| Average footprint of a synthesized cell || around 6.8 µm²
|-
| Crit-path max FO || 25
|-
| Dominant logic cell types in the final layout || 145 x nor2_1, 119 x nand2_1, 111 x a21oi_1
|-
| Post-detailed-placement half-perimeter wirelength || approximately 40000 µm
|-
| Post-layout total power || 338.7 µW
|-
| Number of search-and-repair iterations in the first detailed-routing pass || 6
|-
| Hold violation total from the final report || 0
|-
| OpenROAD warnings || 96
|-
| Chip area in the Yosys report || around 0.0096 mm²
|-
| Unrepaired setup endpoints after global routing || no
|-
| Standard-cell row count || between 50 and 60
|-
| Power density relative to cell area || between 30 and 40 mW/mm²
|-
| Final slew viol count || 0
|-
| Final routed wirelength across all metal layers || 51420 µm
|-
| Fraction of final layout cells with drive strength greater than 1 || between 8 and 9%
|-
| Post-layout instance count excluding filler cells || between 1500 and 2000
|-
| Terminating pin of the worst hold path || out[0]
|-
| Post CTS Setup Buffer Count || 0
|-
| Number of top-level pins || 100
|-
| Die area || 0.02472 mm²
|-
| Final routed wire length divided by cell count || 29.28 µm
|-
| Comb power frac || approximately 100%
|-
| Type of the most critical hold path || input pin to output pin
|-
| Startpoint Class || input pin
|-
| GRT Total Usage || 42.19%
|-
| Max Cap Violations || 0
|-
| Drc violations || 0
|-
| Hold_buf cts || 0
|-
| Adders+Majority by Area || 12.88%
|-
| Count of input and output buffers || about 100
|-
| Remaining global-route overflow || 0
|-
| Hold path startpoint || sel[2]
|-
| Number of instances in the synthesized netlist || ~1400
|-
| Psw || a little over 200 µW
|-
| Largest family of logic cells by area || AND-OR/OR-AND gates
|-
| Cells traversed along the worst timing path || clkdlybuf4s50_1 -> buf_4 -> inv_1 -> ha_1 -> o21a_1 -> o31a_1 -> a221oi_1 -> o211ai_1 -> a31oi_2 -> o21ai_1 -> o221a_1 -> o221ai_1 -> clkdlybuf4s50_1
|-
| Netlist Area Pre-Place || between 0.009 and 0.01 mm²
|-
| Number of instances resized during post-cts repair || 0
|-
| CP peak stage delay || roughly 620 ps
|-
| Via-per-instance ratio || 6.927
|-
| Flip-flop and latch area || 0 µm²
|-
| Sum of buffers and inverters on the critical path || 4
|-
| Relative slew slack || a little under a third
|-
| First-pass GRT wire length || approximately 75000 µm
|-
| Element type at the critical path end || output pin
|-
| Share of power burned in the clock network || 0%
|-
| Simple-gate area share of the yosys netlist || 22.47%
|-
| Top cell by count, worst path || clkdlybuf4s50_1
|-
| Int Pwr || around 130 µW
|-
| Area of the core region || 0.02354 mm²
|-
| Placer Congestion || 1.085
|-
| Switching Fraction || slightly above 60%
|-
| Inst Count DP || ~1800
|-
| Sequential Power Share || 0%
|-
| Distinct cell type count of the synthesized netlist || between 90 and 100
|-
| Yosys cell count || approximately 1400
|-
| Crit path kind || input pin to output pin
|-
| Width of the die || about 160 µm
|-
| Final Hold Slack || 8259 ps
|-
| Pin count of the biggest net entering global routing || between 60 and 70
|-
| P&R area growth vs syn || 11.33%
|-
| Multiplexer share || roughly 15%
|-
| Fraction of the cycle the final worst path needs || 66.39%
|}
final cells by class:
type	count	area (µm²)
diodes	1	2.502
fillers	2493	12810
inverters	100	375.4
multi-input cells	1204	8727
well taps	319	399.1
repair buffers	132	1226
per-layer routing:
metal / vias to the layer above / wire (µm) / GRT usage, %
li1: 5448 / - / -
met5: - / 0 / 0
met1: 5753 / 20560 / 56.17
met2: 811 / 22790 / 66.06
met3: 152 / 4891 / 6.925
met4: 0 / 3179 / 21.59
power by group through the flow:
stage            Clock (µW)  Combinational [µW]  Sequential (µW)
CTS                       0                 330                0
global route              0                 360                0
finish        0.00000000940                 339                0
worst max path at each step:
| stage | slack, ps | depth (start not counted) | startpoint | end |
|---|---|---|---|---|
| finish | 5880 | 13 | dataB[4] | out[22] |
| global route | 5670 | 13 | dataA[9] | out[31] |
| CTS | 6030 | 13 | dataB[4] | out[26] |
metrics by stage:
| stage | cell area [µm²] | util [%] |
|---|---|---|
| 6_report | 10730 | 45.58 |
| 5_1_grt | 10730 | 45.57 |
| 4_1_cts | 10730 | 45.57 |
| 3_5_place_dp | 10730 | 45.57 |
| 3_3_place_gp | 10730 | 45.57 |
| 2_1_floorplan | 9638 | - |
synth_stat cells (all sizes together) (5+ instances only):
cell	instances	area (µm²)
o211ai	29	217.7
buf	53	307.8
and2	9	56.30
mux2	11	123.9
a31oi	24	156.4
nand2b	13	81.33
o21ai	127	639.4
and3	9	56.30
o21bai	18	138.9
xnor2	5	43.79
nor4	14	172.7
a211oi	36	300.3
o31ai	16	120.1
nand2	119	446.7
ha	96	1201
or3	6	37.54
inv	96	360.3
a22oi	23	172.7
a211o	11	96.34
nor3	47	266.5
o22ai	17	112.6
a221o	13	130.1
nor2	146	555.5
o221a	5	56.30
clkbuf	63	236.5
o2111ai	9	78.83
nor2b	14	87.58
nand3	31	160.1
a21o	19	142.6
o221ai	20	181.4
mux2i	56	560.5
a41oi	5	43.79
mux4	32	720.7
nand4	10	77.57
a21oi	114	581.8
a221oi	25	225.2
a2111oi	5	43.79
cells by family (layout without fill, tap and decap cells):
kind of cell    Yosys count  in the layout
simple gates            439            439
mux                      99             99
other cells               0              1
fa+ha+maj                98             98
xor+xnor                  8              8
buf+inv                 216            232
compound gates          560            560
Power is estimated from default activity; no workload was simulated.
