$ cat flow/run.sh
#!/bin/bash
# OpenROAD 26Q1-2900-gdf79404cd8, Yosys 0.63+post, stock flow scripts
make -C /OpenROAD-flow-scripts/flow DESIGN_CONFIG=/design/flow/config.mk WORK_HOME=/design/flow/orfs finish
$ cat flow/config.mk
export PLATFORM = sky130hd
export DESIGN_NAME = Regs
export DESIGN_NICKNAME = Regs
export VERILOG_FILES = /design/flow/design.v
export SDC_FILE = /design/flow/constraint.sdc
export NUM_CORES = 4
export LEC_CHECK = 1
export CORE_UTILIZATION = 30
$ cat flow/constraint.sdc
current_design Regs

set clk_period 10.0
set clk_io_pct 0.2

create_clock -name clk0 -period $clk_period [get_ports {clk}]

set non_clock_inputs [all_inputs -no_clocks]
set_input_delay [expr $clk_period * $clk_io_pct] -clock clk0 $non_clock_inputs
set_output_delay [expr $clk_period * $clk_io_pct] -clock clk0 [all_outputs]
$ cat flow/design.v
module Regs(
    input wire[4:0] addrA,addrB,addrD,
    input wire[31:0] dataD,
    input wire wEn,
    input wire clk,
    output reg[31:0] dataA,dataB
    );
reg [31:0] regs[31:0];
integer i;
initial begin
    regs[0]=0;
    for (i =1 ;i<32 ;i=i+1 ) begin
        regs[i]=0;
    end
end
always @(addrA or addrB or addrD) begin
    dataA=regs[addrA];
    dataB=regs[addrB];  
end
always @(posedge clk)
begin
    if(wEn&&addrD!=5'd0) begin
        regs[addrD]=dataD;
    end
end
endmodule
==> git commit body <==
Store results of the implementation flow

* Routed vias/inst: 5.39
- Endpoints failing hold: 0
* Sum of negative setup slack: 0 ns
* Tally of yosys warning messages: 1
* Maximum resistive drop on vdd: between 0.0001 and 0.00015 V
- The report puts the hold buffer count at CTS at 0.
* Final-layout fill cell count: 15200
* Number of flip-flops in the largest register: 1024
- Y dimension of the die: 405 um
- Per the synthesis report, the single largest cell type by area occupies 63.1% of cell area.
- After synthesis, flip-flops and latches occupy a little over three fifths of the total area.
* Htree depth: 3
- Number of distinct library cell variants in the gate-level netlist after synthesis: 24
- Net switching is 23.4% of the power.
- Number of standard cells reported by yosys: 3386
- The pre-antenna-repair detailed-routing pass consisted of 6 iterations.
- Achievable clock frequency: 134 MHz
- The final critical path takes up between 70% and 80% of the cycle.
* Static power due to leakage: 20.2 nW
- Fraction of final layout cells with drive strength greater than 1: 8.89%
* Yosys reg bits: 1024
- The worst setup path is launched from an input pin.
- Share of cell area taken by muxes after synthesis: 21.0%
* Count of input and output buffers: around 110
- The via count of the first global-routing pass is 32400.
* Adder Area Share: 0%
- Looking at the clock tree report, the maximum root-to-sink buffer count equals 3.
- Along the worst path, the maximum fanout reaches 35.
- Cell Count Post-Placement: 5572
- Clock Root Buffer: sky130_fd_sc_hd__clkbuf_16
- Critical path required time: roughly 8.0 ns
- Looking at area per cell type in the netlist, the leader is sky130_fd_sc_hd__edfxtp_1.
- Area grow syn2layout: 14.4%
- The critical path in this run is classified as in -> out.
- The report counts max-capacitance violations totalling 0.
- The first global-routing pass estimated between 200000 and 250000 um of wire.
- Highest-count cells in the layout ignoring fill and taps: sky130_fd_sc_hd__mux2i_1 (1024), sky130_fd_sc_hd__edfxtp_1 (1024), sky130_fd_sc_hd__nand3_1 (194)
- Clk sinks: between 1000 and 1500
- Dominant comb cell: multiplexers
* Core Area: 161000 um^2
- Cell Area, Placed: 52600 um^2
- For this run, the chip area from Yosys synthesis comes to 48800 um^2.
- Gp weighted congestion: between 0.8 and 0.9
- Entering global routing, the biggest net connects 100 pins.
* Logic gate share of total power: 9.4%
- Sequence of cells on the critical path: clkdlybuf4s50_1 > nor2b_4 > buf_4 > buf_4 > a22o_1 > nor3_1 > a31oi_1 > nand3_1 > clkdlybuf4s50_1
* Aoi share: under 10%
* Kind of capture point of the worst setup path: output pin
* Final Critical Period: 7.47 ns
- Clock network power share: between 30% and 40%
- Power per cell area: roughly 170 nW/um^2
- Count of final max-slew check failures: 0
- Buffers inserted during post-CTS setup optimization: 0
- Once layout is complete, the cells apart from fillers number 5761.
- Power share of the sequential group: between 50% and 60%
- Fraction of synthesized cell area in xor and xnor cells: 0%
* Delay contributed by the slowest stage of the critical path: 0.75 ns
- Per the OpenROAD power report, switching power amounts to 2.20 mW.
- The tightest min-delay check is of the in -> reg type.
- Simple Share, Synth: 4.71%
- Iter 0 DRT Violations: 2174
- Inserted Clock Buffers: 104
* Area of the mapped netlist: 48800 um^2
* Post_cts resized: 0
* Total Routing Usage GR: 19.8%
* Internal power consumption: 7.20 mW
- Number of nets with antenna violations after routing: 0
- Detailed routing inserted a total of 31100 vias.
- Setup repair after global routing left no endpoint under its margin.
* Total DRC errors in the routed layout: 0
- Routed wire length per instance: 26.9 um
- Final routed wirelength across all metal layers: 155000 um
- Clock tree from TritonCTS: built
- The chip occupies 164000 um^2.
* Most area-consuming cells after synthesis: sky130_fd_sc_hd__edfxtp_1 (63%), sky130_fd_sc_hd__mux2i_1 (21%), sky130_fd_sc_hd__a22oi_1 (3.0%), sky130_fd_sc_hd__a22o_1 (2.3%), sky130_fd_sc_hd__nand3_1 (2.0%)
- Setup violations remaining at the end of the flow were counted as 0.
- Initial cell density of the core: slightly above 30%
* Final design instance area without fill: 55800 um^2
* Critical path's slowest cell: sky130_fd_sc_hd__clkdlybuf4s50_1
- The flow ran to the end, and the final reports show no timing, DRC or antenna violations.
* Num ports: ~110
- The HPWL after detailed placement is 83100 um.
- Per the post-synthesis stats, the area per cell is approximately 14 um^2.
* Initial antenna violation count: 14
- The design draws 9.40 mW.
- In this run the core area contains approximately 150 standard-cell rows.
- The floorplan step set the die width to between 400 and 500 um.
- Cells after Synth: 3386
- Per the GRT congestion report, total overflow comes to 0.
- In this run the tools logged warnings totalling 26.
* Clock transition at path regs: 0.06 ns
* Remaining max-slew budget at the tightest pin: between 30% and 40%
- Arrival time of the worst setup path: 5.47 ns
* Least-Margin Pin Slew: a little over 0.9 ns
## metrics by stage
stage                     setup slack, ns  hold WS, ns  utilization, %
final                                2.53         2.10            34.7
after global routing                 2.39         2.12            34.7
after CTS                            2.55         2.06            34.7
after detailed placement             2.54         2.83            32.7
after global placement               2.52         2.83            32.7
after floorplan                      4.95         2.10               -
## cells in the mapped netlist, drive strengths merged
library cell  count
mux2i          1024
nor3             64
buf             167
clkbuf           86
edfxtp         1024
nor2b             4
nand2           195
conb              1
and2              2
or3               1
or2               2
a21oi           192
nor2             34
nand2b            4
nand3           194
or3b              3
nand3b            5
a31oi            64
a22oi           192
a22o            128
## final cells by class
type | instances | area, um^2 | share of cell area (%)
well taps | 2160 | 2700 | 4.84
multi-input cells | 2140 | 16900 | 30.3
clock buffers | 136 | 2740 | 4.92
repair buffers | 248 | 2260 | 4.06
diodes | 2 | 5.00 | 0.00897
clock inverters | 51 | 448 | 0.803
flip-flops and latches | 1024 | 30700 | 55.1
## worst paths after layout
kind,depth (start not counted),end,slack [ns],from
max,9,dataB[2],2.53,addrB[0]
min,2,regs[9][8]$_DFFE_PP_,2.10,dataD[8]
## kinds of logic (layout without fill, tap and decap cells)
kind of cell / after synthesis / after routing
multiplexers: 1024 / 1024
flip-flops: 1024 / 1024
AND-OR/OR-AND: 576 / 576
AND/OR/NAND/NOR: 508 / 508
buffers and inverters: 253 / 435
other: 1 / 34
## critical path: cells and delay by family
| kind | cells | cell delay [ns] |
|---|---|---|
| buf+inv | 4 | 2.35 |
| compound gates | 2 | 0.55 |
| simple gates | 3 | 0.51 |
## metal layers
metal	vias to the layer above	GRT usage [%]	wire [um]
met3	316	13.1	24700
li1	13600	-	-
met5	-	0.416	210
met2	1758	29.2	69200
met4	24	5.40	5040
met1	15400	24.1	55800
## power by group through the flow
stage / combinational [mW] / sequential, mW / clock [mW]
6_report: 0.884 / 4.81 / 3.71
5_1_grt: 0.943 / 4.82 / 3.91
4_1_cts: 0.882 / 4.81 / 3.76
Power figures rest on the tool's default switching activity, not on a simulated workload.
